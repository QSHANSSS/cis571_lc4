[./config.mk]
export PLATFORM = sky130hd
export DESIGN_NAME = cla16
export DESIGN_NICKNAME = cla16
export VERILOG_FILES = /design/flow/design.v
export SDC_FILE = /design/flow/constraint.sdc
export NUM_CORES = 4
export LEC_CHECK = 1
export CORE_AREA = 10 10 70 70
export DIE_AREA = 0 0 80 80
[./run.sh]
#!/bin/bash
# OpenROAD 26Q1-2900-gdf79404cd8, Yosys 0.63+post, stock flow scripts
make -C /OpenROAD-flow-scripts/flow DESIGN_CONFIG=/design/flow/config.mk WORK_HOME=/design/flow/orfs finish
[./constraint.sdc]
current_design cla16

set clk_period 4.9
set clk_io_pct 0.2

create_clock -name clk0 -period $clk_period

set non_clock_inputs [all_inputs -no_clocks]
set_input_delay [expr $clk_period * $clk_io_pct] -clock clk0 $non_clock_inputs
set_output_delay [expr $clk_period * $clk_io_pct] -clock clk0 [all_outputs]
[./design.v]
`timescale 1ns / 1ps
`default_nettype none
module gp1(input wire a, b,
           output wire g, p);
   assign g = a & b;
   assign p = a | b;
endmodule
module gp4(input wire [3:0] gin, pin,
           input wire cin,
           output wire gout, pout,
           output wire [2:0] cout);   
   assign gout=gin[3] | pin[3] & gin[2] | pin[3]&pin[2]&gin[1] | pin[3]&pin[2]&pin[1]&gin[0];  
   assign pout=pin[3] & pin[2] & pin[1] & pin[0]; 
   assign cout[0]=gin[0] | pin[0]&cin;    
   assign cout[1]=gin[1] | pin[1]&gin[0] | pin[1]&pin[0]&cin;
   assign cout[2]= gin[2] | (pin[2]&gin[1]) | (pin[2]&pin[1]&gin[0]) | (pin[2]&pin[1]&pin[0]&cin);  
endmodule
module cla16
  (input wire [15:0]  a, b,
   input wire         cin,
   output wire [15:0] sum);
  wire [15:0] g;
  wire [15:0] p;
  wire [15:0] c;
  wire g_30,p_30;  
  wire g_74,p_74;
  wire g_118,p_118;
  wire g_1512,p_1512;
gp1 u1(a[0],b[0],g[0],p[0]); gp1 u2(a[1],b[1],g[1],p[1]); gp1 u3(a[2],b[2],g[2],p[2]); gp1 u4(a[3],b[3],g[3],p[3]);
gp1 u5(a[4],b[4],g[4],p[4]); gp1 u6(a[5],b[5],g[5],p[5]); gp1 u7(a[6],b[6],g[6],p[6]); gp1 u8(a[7],b[7],g[7],p[7]);
gp1 u9(a[8],b[8],g[8],p[8]); gp1 u10(a[9],b[9],g[9],p[9]); gp1 u11(a[10],b[10],g[10],p[10]); gp1 u12(a[11],b[11],g[11],p[11]);
gp1 u13(a[12],b[12],g[12],p[12]); gp1 u14(a[13],b[13],g[13],p[13]); gp1 u15(a[14],b[14],g[14],p[14]); gp1 u16(a[15],b[15],g[15],p[15]);
assign c[0]=cin;
gp4 m1(g[3:0],p[3:0],c[0],g_30,p_30,c[3:1]);
assign c[4]=g_30 | p_30 & cin; 
gp4 m2(g[7:4],p[7:4],c[4],g_74,p_74,c[7:5]);
assign c[8]=g_74 | (p_74 & g_30) | (p_74 & p_30 & cin); 
gp4 m3(g[11:8],p[11:8],c[8],g_118,p_118,c[11:9]);
assign c[12]=g_118 | (p_118 & g_74) | (p_118 & p_74 & g_30) | (p_118 & p_74 & p_30 & cin); 
gp4 m4(g[15:12],p[15:12],c[12],g_1512,p_1512,c[15:13]);
assign sum= a ^ b ^ c[15:0]; 
endmodule
module gpn
  (input wire [N-1:0] gin, pin,
   input wire  cin,
   output wire gout, pout,
   output wire [N-2:0] cout);
 parameter N = 4;
      wire  temp_gout[N-1:0];
      wire temp_pout[N-1:0];
      wire [N-1:0] temp_cout;
      genvar i;
      assign temp_gout[0]=gin[0];
      assign temp_pout[0]=pin[0];
      assign temp_cout[0]=cin;
      for(i=1;i<N;i=i+1) begin
          assign temp_pout[i]=temp_pout[i-1] & pin[i];
          assign temp_gout[i]=gin[i] | (temp_gout[i-1]&pin[i])  ;
          assign temp_cout[i]=gin[i-1] | (pin[i-1]&temp_cout[i-1]);  
      end
    assign gout=temp_gout[N-1];
    assign pout=temp_pout[N-1];
    assign cout=temp_cout[N-1:1];
endmodule
==> deck_impl_summary.md <==
Synthesis and Place & Route Summary

Critical path
  • Critical path's largest stage delay: 540 ps
  • CP Capture Type: output port
  • Worst EP required: ~4000 ps
  • CP bufs+invs: 2
  • Kind of start point of the critical path: input pin
  • Critical Path Fanout Max: 2
  • Crit-path cells: clkdlybuf4s50_1 -> ha_1 -> nor3b_2 -> nor3_4 -> a21oi_2 -> or4_4 -> a2111oi_4 -> a221oi_2 -> xnor2_1 -> clkdlybuf4s50_1
  • Family with the most delay on the worst path: buffers and inverters
  • CP Data Arrival Time: around 3600 ps
  • Slowest cell on the critical path: or4_4
  • Most used cell, CP: clkdlybuf4s50_1
  • Crit path kind: input pin to output port

Synth
  • Count leader, synth: inv_1
  • Adder Area Share: between 40 and 50%
  • Cell count in the Yosys report: 123
  • Cells after Synth: between 100 and 150
  • Chip area line of the yosys report: 976 um^2
  • Top cells by area: ha_1, inv_1, fa_1, xnor2_1, xor2_1
  • Mapped Area: 976 um^2
  • Area leader share: 38.5%
  • Yosys xor share: 11.7%
  • Avg Synthesized Cell Area: 7.93 um^2
  • MUX share of area: 0%
  • Leading area contributor after synthesis: ha_1
  • Dominant comb cell: adder cells
  • Yosys warnings: 0
  • Most frequent cells after synthesis: inv_1, ha_1, a21oi_1, xnor2_1
  • Post-synthesis compound-gate area fraction: 15.8%
  • Post-synth seq share: 0%
  • Simple share: ~11%
  • Unique masters post-synth: 24

Layout
  • FILL cells: 344
  • Final design utilization: 44.6%
  • Area Overhead vs Synth: 56.2%
  • Logic area: 830 um^2
  • Clock buffers: 0
  • Flops: 0
  • Share of cells above drive strength 1: 4.07%
  • Reg area: 0 um^2

Pwr
  • Pwr/cell area: 106 mW/mm^2
  • Sw Share: roughly a third
  • Clock power share: 0%
  • Static leakage: 0.770 nW
  • Net switching power: between 0.05 and 0.06 mW
  • Max VDD drop: 0.0405 mV
  • Seq pwr share: 0%
  • Comb pwr share: 100.0%
  • Int Power: 0.107 mW

STA
  • Final setup fails: 0
  • FMAX: 0.219 GHz
  • Crit path time final: 4570 ps
  • RSZ-0062 raised after global routing: false
  • Setup TNS: 0 ps
  • Max-slew headroom: 73.9%
  • Period utilization: 93.2%
  • Fin. max-slew vios: 0
  • Count of final hold-check violations: 0
  • Slew at the pin closest to its max-slew limit: 389 ps

Die
  • Row count: 21
  • Die Wd: about 80 um
  • Starting Density: 28.6%
  • Die Y: 80 um
  • Core region area: 0.00342 mm^2
  • Die Area: 0.00640 mm^2
  • Ports: 49

Place
  • Port Buf Inserts: 49
  • GP Congestion: 0.782
  • Post-DP HPWL: 2.06 mm

Global routing
  • GR Overflow Total: 0
  • Largest net degree at the start of global routing: 4
  • GRT Overall Usage: 6.70%
  • Vias in the first global route: just over 900
  • First-pass GRT wire length: ~3.7 mm
  • Initial antenna violation count: 0

Detailed routing
  • # diodes: 0
  • Vias: 872
  • DRT antenna net count: 0
  • Post-route DRC: 0
  • DR WL/cell: a little under 10 um
  • Number of DRC markers in iteration 0: 8
  • Final WL: around 2.1 mm
  • Routed vias/inst: 4.00
  • DRT Pass-1 Iters: 2

Run
  • Stage-log warning count: 51
  • # Max-Cap Violations: 0

CTS
  • Hold buffers post-CTS: 0
  • Post-CTS Resized: 0
  • Post-CTS setup buffers: 0

Run status
  • Status: complete, no violations

Hold path
  • Worst Hold Class: input pin to output port
## placed cells by master (no fill, tap or decap), types with 2 or more instances in the layout
cell / count
xor2_1: 6
nor2b_1: 2
clkdlybuf4s50_1: 49
a21oi_1: 7
o31ai_1: 2
nand2_1: 4
nor3_1: 2
nor2_1: 6
fa_1: 4
xnor2_1: 7
ha_1: 30
inv_1: 39
o21bai_1: 2
## cells by family after synthesis
logic type               after synthesis
adder cells (fa/ha/maj)               34
XOR/XNOR                              13
AND-OR/OR-AND                         19
AND/OR/NAND/NOR                       18
buffers and inverters                 39
## power groups by stage
stage	Sequential (mW)	Combinational (mW)	Clock, mW
4_1_cts	0	0.167	0
6_report	0	0.161	0
5_1_grt	0	0.183	0
## final cells by class
class,count,share of cell area (%)
Multi-Input combinational cell,84,54.4
Tap cell,46,3.78
Inverter,39,9.61
Timing Repair Buffer,49,32.2
## stage by stage
| stage | area (um^2) | cells | total power [mW] | hold slack (ps) | worst slack, ps |
|---|---|---|---|---|---|
| after global placement | 1520 | 218 | 0.165 | 3030 | 329 |
| after global routing | 1520 | 218 | 0.183 | 3080 | 91.2 |
| after detailed placement | 1520 | 218 | 0.165 | 3020 | 298 |
| after floorplan | 976 | 123 | 0.0646 | 2070 | 1350 |
| final | 1520 | 218 | 0.161 | 3010 | 335 |
| after CTS | 1520 | 218 | 0.167 | 3020 | 286 |
## worst paths after layout
kind | start | slack, ps | endpoint | cells past startpoint
hold / removal | a[15] | 3010 | sum[15] | 4
setup / recovery | a[1] | 330 | sum[15] | 10
## layer usage
metal,wire (um),track usage (%)
met2,1010,11.4
met4,0,0
met1,851,7.81
met5,0,0
met3,278,3.41
## worst min-delay path, delay by kind of cell
kind,cells,cell delay (ps)
buffers and inverters,2,810
XOR/XNOR,2,240
Power is estimated from default activity; no workload was simulated.
