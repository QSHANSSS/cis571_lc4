## design/flow/run.sh

```bash
#!/bin/bash
# OpenROAD 26Q1-2900-gdf79404cd8, Yosys 0.63+post, stock flow scripts
make -C /OpenROAD-flow-scripts/flow DESIGN_CONFIG=/design/flow/config.mk WORK_HOME=/design/flow/orfs finish
```

## design/flow/config.mk

```make
export PLATFORM = sky130hd
export DESIGN_NAME = MUX81
export DESIGN_NICKNAME = MUX81
export VERILOG_FILES = /design/flow/design.v
export SDC_FILE = /design/flow/constraint.sdc
export NUM_CORES = 4
export LEC_CHECK = 1
export CORE_AREA = 10 10 78 78
export DIE_AREA = 0 0 88 88
```

## design/flow/constraint.sdc

```tcl
current_design MUX81

set clk_period 4.4
set clk_io_pct 0.2

create_clock -name clk0 -period $clk_period

set non_clock_inputs [all_inputs -no_clocks]
set_input_delay [expr $clk_period * $clk_io_pct] -clock clk0 $non_clock_inputs
set_output_delay [expr $clk_period * $clk_io_pct] -clock clk0 [all_outputs]
```

## design/flow/design.v

```verilog
`timescale 1ns / 1ps
`default_nettype none
module lc4_regfile #(parameter n = 16)
   (input  wire         clk,
    input  wire         gwe,
    input  wire         rst,
    input  wire [  2:0] i_rs,       
    output wire [n-1:0] o_rs_data,  
    input  wire [  2:0] i_rt,       
    output wire [n-1:0] o_rt_data,  
    input  wire [  2:0] i_rd,       
    input  wire [n-1:0] i_wdata,    
    input  wire         i_rd_we     
    );
    wire [7:0] rd_select;
    wire [n-1:0] r0v, r1v, r2v, r3v,r4v, r5v, r6v, r7v;
    decoder_3_to_8 m0(i_rd, rd_select);
    Nbit_reg #(n) r0 (i_wdata , r0v, clk,  rd_select[0] & i_rd_we, gwe,rst);
    Nbit_reg #(n) r1 (i_wdata , r1v, clk,  rd_select[1] & i_rd_we, gwe,rst);
    Nbit_reg #(n) r2 (i_wdata,  r2v, clk,  rd_select[2] & i_rd_we, gwe,rst);
    Nbit_reg #(n) r3 (i_wdata,  r3v, clk,  rd_select[3] & i_rd_we, gwe,rst);
    Nbit_reg #(n) r4 (i_wdata,  r4v, clk,  rd_select[4] & i_rd_we, gwe,rst);
    Nbit_reg #(n) r5 (i_wdata,  r5v, clk,  rd_select[5] & i_rd_we, gwe,rst);
    Nbit_reg #(n) r6 (i_wdata,  r6v, clk,  rd_select[6] & i_rd_we, gwe,rst);
    Nbit_reg #(n) r7 (i_wdata,  r7v,  clk, rd_select[7] & i_rd_we, gwe,rst);
    MUX81 #(n) m1(r0v, r1v, r2v, r3v,r4v, r5v, r6v, r7v,i_rs,o_rs_data);
    MUX81 #(n) m2(r0v, r1v, r2v, r3v,r4v, r5v, r6v, r7v,i_rt,o_rt_data);
endmodule
module decoder_3_to_8 (binary_in, onehot_out);
    input [2:0] binary_in; 
    output [7:0] onehot_out;
        assign onehot_out[0] = (binary_in == 3'd0);
        assign onehot_out[1] = (binary_in == 3'd1);
        assign onehot_out[2] = (binary_in == 3'd2);
        assign onehot_out[3] = (binary_in == 3'd3);
        assign onehot_out[4] = (binary_in == 3'd4);
        assign onehot_out[5] = (binary_in == 3'd5);
        assign onehot_out[6] = (binary_in == 3'd6);
        assign onehot_out[7] = (binary_in == 3'd7);
endmodule
module MUX81
(
	input [15:0]	a,b,c,d,e,f,g,h,
	input [2:0]	sel,
	output  [15:0]	out
);
    wire [15:0] out0,out1,out2,out3,out4,out5,out6,out7;
	assign out0=(sel==3'b000)? a: 0;
    assign out1=(sel==3'b001)? b: 0;
    assign out2=(sel==3'b010)? c: 0;
    assign out3=(sel==3'b011)? d: 0;
    assign out4=(sel==3'b100)? e: 0;
    assign out5=(sel==3'b101)? f: 0;
    assign out6=(sel==3'b110)? g: 0;
    assign out7=(sel==3'b111)? h: 0;
    assign out=out0 | out1| out0 | out2| out3 | out4| out5 | out6| out7 ; 
endmodule
```

==> reports/qor.csv <==
stage,metric,value,unit
setup_path,Setup crit end kind,primary output,
finish,share of layout cells above drive strength 1,11.7,%
outcome,status,finished clean,
routing,Initial DRC Count,20,
routing,"antenna viol nets, final",0,
setup_path,Worst Path Required,3.52,ns
power_and_ir_drop,leak pwr,0.972,nW
worst_hold_path,Min-Delay Path Class,in2out,
place,placed cell area,2560,um2
sta,FMAX,0.275,GHz
power_and_ir_drop,clock share of power,0,%
place,PortBufs,147,
finish,design area,2560,um2
floorplanning,Die Ht,88,um
logic_synthesis,cell with the most instances after synthesis,mux4_1,
power_and_ir_drop,Pwr Density,91.5,nW/um2
logic_synthesis,post-synthesis compound-gate area fraction,0,%
sta,Post-Route Setup TNS,0,ns
setup_path,CP Max Fanout,32,
power_and_ir_drop,P_sw,0.0452,mW
sta,final setup violation count,0,
power_and_ir_drop,Gate power share,100.0,%
setup_path,Startpoint Class,primary input,
finish,post-layout util,58.1,%
floorplanning,Site Rows,24,
place,routability cong.,0.800,
logic_synthesis,Synth area leader,mux4_1,
sta,unrepaired setup endpoints after global routing,no,
logic_synthesis,Ys Warns,0,
sta,period utilisation layout,82.7,%
logic_synthesis,ys cells,57,
logic_synthesis,biggest area cells,"mux4_1 69%, mux2_2 17%, mux4_2 8.4%, buf_6 4.2%, buf_1 0.70%",
logic_synthesis,"Distinct cells, synth",7,
grt,first-pass GRT wire length,7620,um
routing,Via density,4.98,
grt,GRT Total Usage,12.9,%
logic_synthesis,yosys stat area,1070,um2
finish,seq_cells,0,
routing,routed wire length,5400,um
power_and_ir_drop,Sw Ratio,19.3,%
clock_tree,number of gates resized after CTS,0,
floorplanning,DIE WIDTH,88,um
finish,register area,0,um2
sta,minimum clock period,3.64,ns
sta,Final Hold Vio Count,0,
setup_path,Setup CP Type,in2out,
logic_synthesis,post-synthesis cell count,57,
floorplanning,Ports,147,
power_and_ir_drop,maximum VDD drop,0.0437,mV
sta,Final Max Tran Viols,0,
routing,Post-route DRC,0,
floorplanning,Floorplan Utilization,24.3,%
setup_path,Worst Setup EP,out[1],
grt,largest net degree at the start of global routing,33,
routing,vias,1239,
flow_run,max cap viols,0,
logic_synthesis,Synth top area share,68.7,%
finish,Area Overhead vs Synth,139,%
routing,# diodes,0,
logic_synthesis,Post-synth seq share,0,%
routing,Avg WL per Cell,21.7,um
logic_synthesis,mux share of post-synthesis cell area,93.9,%
clock_tree,hold buffers post-CTS,0,
setup_path,crit path DAT,2.76,ns
sta,Tightest Pin Transition,0.779,ns
logic_synthesis,Post-Syn Area,1070,um2
power_and_ir_drop,Seq pwr share,0,%
logic_synthesis,Simple-Gate Fraction of Synth Area,0,%
sta,worst rel slew slack,47.9,%
logic_synthesis,post-synthesis adder-cell area fraction,0,%
logic_synthesis,top cells by count,"28 x mux4_1, 16 x mux2_2, 4 x buf_6, 4 x mux4_2",
grt,Overflow after GRT,0,
power_and_ir_drop,Pint,0.190,mW
setup_path,CP startpoint,sel[2],
logic_synthesis,post-synthesis xor/xnor area fraction,0,%
flow_run,Log Warnings,33,
floorplanning,total core area,4410,um2
clock_tree,Post-CTS Setup Bufs,0,
logic_synthesis,post-synthesis area per instance,18.8,um2
grt,antenna violations before repair,0,
floorplanning,die area,7740,um2
sta,Hold WS,2.98,ns
logic_synthesis,Synth logic family,multiplexers,
routing,DR pass1 iterations,4,
finish,Clock Buffer Count,0,
grt,number of global-route vias before repair,1482,
place,DP HPWL,4830,um
[stage by stage]
step,total power [mW],cells,setup WS (ns)
2_1_floorplan,0.0773,57,1.62
3_3_place_gp,0.236,249,0.738
3_5_place_dp,0.238,249,0.756
4_1_cts,0.239,249,0.745
5_1_grt,0.251,249,0.667
6_report,0.235,249,0.760
[per-layer routing]
metal	up-vias	wire, um	part of all wire (%)	GRT usage, %
met1	568	1760	33	13.0
met2	88	2710	50	22.7
met3	0	923	17	8.98
met5	-	0	0	0
li1	583	-	-	-
met4	0	0	0	0
[placed cells by master, fill, tap and decap left out, drive strengths merged]
| master | count |
|---|---|
| mux4 | 32 |
| mux2 | 16 |
| buf | 3 |
| clkdlybuf4s50 | 146 |
[final cells by class]
cell class / count / area [um2]
well taps: 52 / 65.1
fillers: 349 / 1850
multi-input cells: 48 / 1010
repair buffers: 149 / 1490
[cell families (layout without fill, tap and decap cells)]
group | after synthesis | in the layout
buffers and inverters | 9 | 149
muxes | 48 | 48
[worst max-delay path, stage by stage]
cell and delay, ns:
clkdlybuf4s50_1 0.46, buf_4 0.34, mux4_2 0.37, mux2_2 0.27, clkdlybuf4s50_1 0.43
[power groups by stage]
stage | combinational [mW] | clock (mW) | sequential [mW]
4_1_cts | 0.239 | 0 | 0
5_1_grt | 0.251 | 0 | 0
6_report | 0.235 | 0 | 0
[worst min-delay path by stage]
stage	from	cells after the start	slack [ns]	to
global route	sel[0]	4	3.03	out[11]
finish	sel[0]	4	2.98	out[6]
CTS	sel[0]	4	3.00	out[6]
Power is estimated from default activity; no workload was simulated.
